==> flow/run.sh <==
#!/bin/bash
# OpenROAD 26Q1-2900-gdf79404cd8, Yosys 0.63+post, stock flow scripts
make -C /OpenROAD-flow-scripts/flow DESIGN_CONFIG=/design/flow/config.mk WORK_HOME=/design/flow/orfs finish
==> flow/constraint.sdc <==
current_design dcm_tester

set clk_period 3.2
set clk_io_pct 0.2

create_clock -name clk0 -period $clk_period [get_ports {clk}]

set non_clock_inputs [all_inputs -no_clocks]
set_input_delay [expr $clk_period * $clk_io_pct] -clock clk0 $non_clock_inputs
set_output_delay [expr $clk_period * $clk_io_pct] -clock clk0 [all_outputs]
==> flow/config.mk <==
export PLATFORM = sky130hd
export DESIGN_NAME = dcm_tester
export DESIGN_NICKNAME = dcm_tester
export VERILOG_FILES = /design/flow/design.v
export SDC_FILE = /design/flow/constraint.sdc
export NUM_CORES = 4
export LEC_CHECK = 1
export CORE_UTILIZATION = 40
==> flow/design.v <==
`timescale 1ns / 1ps
module dcm_tester
#(
    parameter real CLK_FREQ  =  100e6    
)
(
    input               clk,             
    output reg          req  =  0,       
    input               ack,             
    input               nak,             
    output reg [31:0]   dout,            
    output reg          valid,           
    input      [25:0]   us_time          
);
    function automatic integer width(input integer value);
        integer v;
        begin
            v = value;
            if (v <= 0)  width = 1;
            else
                for (width=0; v!=0; width=width+1)  v = v>>1;
        end
    endfunction
    localparam real    STROBE_PERIOD = 1.0;                          
    localparam integer STROBE_TOP = CLK_FREQ / STROBE_PERIOD - 1,    
                       STROBE_WIDTH = width( STROBE_TOP );           
    reg [STROBE_WIDTH-1:0]  strobe_tmr  =  0;               
    reg                     strobe      =  0;
    always @(posedge clk) begin
        strobe_tmr  <=  strobe  ?  0  :  strobe_tmr + 1;
        strobe      <=  strobe_tmr == STROBE_TOP - 1;
    end
    localparam [1:0]
        STATE_INIT      =   0,       
        STATE_REQ       =   1,       
        STATE_OUT1      =   2;       
    reg [1:0]  state  =  STATE_INIT;    
    reg [15:0] iter   =  0;
    always @(posedge clk) begin
        dout   <=  0;
        valid  <=  0;
        case (state)
            STATE_INIT:     begin
                                req <= 0;
                                if (strobe) begin
                                    req <= 1;
                                    state <= STATE_REQ;
                                end
                            end
            STATE_REQ:      if (ack) begin
                                dout   <=  {6'd0, us_time};
                                valid  <=  1;
                                state  <=  STATE_OUT1;
                            end
                            else if (nak)  state <= STATE_INIT;
            STATE_OUT1:     begin
                                dout   <=  {16'hABCD, iter};
                                valid  <=  1;
                                iter   <=  iter + 1;
                                state  <=  STATE_INIT;
                            end
            default:        state <= STATE_INIT;
        endcase
    end
endmodule
==> impl.org <==
#+TITLE: Physical design notes

** Die
- The die is 90.7 µm wide.
- Die outline area :: a little over 8000 µm²
- Die extent in y :: 90.7 µm
- Starting utilization of the core area :: between 40% and 50%
- For this design the top-level I/O count stands at about 63.
- The report lists the number of standard-cell rows as 31.
- According to the floorplan report, the placeable core area is approximately 7400 µm².

** Power and ir drop
- IR Drop Worst-Case VDD :: 0.000288 V
- Cell Pwr Density :: ~420 nW/µm²
- Leakage :: about 1.5 nW

** Logic synthesis
- The synthesized netlist has a Yosys-reported chip area of 3150 µm².
- The biggest area contributor in the post-synthesis netlist is dfxtp_1.
- Post-synthesis average cell area :: between 10 and 15 µm²
- Post-Synthesis Cells :: a little under 300
- Cells in synth_stat.txt :: 295
- Of all flip-flops after synthesis, the portion carrying an async set or reset was 0%.
- Main area contributors after synthesis :: dfxtp_1 36%, edfxtp_1 18%, xnor2_1 4.7%
- Dominant cell area share :: a little over a third
- Before any placement, the netlist area is recorded as ~3100 µm².
- Register share after synthesis :: 53.7%
- Yosys warning tally :: 2
- The synthesized design contains 75 register bits.
- Flip-flops with a built-in enable :: 19
- Yosys mapped the design onto 38 distinct sky130hd cell types.
- The commonest register cell is dfxtp_1.

** Clock network
- In this run the post-CTS setup repair buffer count came out at 0.
- Post-CTS Resized :: 0
- For the worst-skew pair, the clock arrives at the later sink with an insertion delay of 0.34 ns.
- CTS tree :: yes
- CTS HTree Levels :: 3
- Looking at the worst setup and hold paths, the clock pins of their registers show a slew of around 0.080 ns.
- Counting along the longest clock path gives a buffer depth of 2.
- The clock tree has to reach ~75 sinks.
- Clock root buffer :: clkbuf_8
- Hold buffer count at CTS :: 0
- Clock buffers created by TritonCTS :: 9

** Final timing
- Post-layout period usage :: 60.3%
- Setup total negative slack :: 0 ns
- Endpoints with negative setup slack in the final report add up to 0.
- After layout, the worst setup slack is 1.27 ns.
- Worst slack on hold paths :: about 0.47 ns
- Final hold violations :: 0
- Unrepaired setup endpoints after global routing :: no
- The max-slew check reports its worst relative slack as between 40 and 50%.
- Based on the critical path, the design can be clocked at up to 518 MHz.
- The transition time recorded at the tightest slew-check pin is between 0.8 and 0.9 ns.
- Counting pins that exceed their max-slew limit in the final report gives 0.
- Layout Skew :: roughly 0.0082 ns
- The final timing report derives a shortest allowable period of around 1.9 ns.

** Hold path
- The worst hold path belongs to the class register to register.
- The path with the worst hold slack has its endpoint at strobe_tmr[0].
- Critical hold path startpoint :: strobe_tmr[0]
- Hold analysis shows the worst path with a depth of 1.

** Worst setup path
- RR Endpoint :: dout[5]
- The critical path endpoint has a required time of between 3 and 4 ns.
- The setup path with the least slack is of type register to register.
- Per the timing report, the most critical flop-to-flop path originates at state[0].
- The number of cells on the worst reg-to-reg path is 5.
- Kind of start point of the critical path :: register
- R2R setup slack :: roughly 1.3 ns
- Critical Path Fanout Max :: 21
- Type of destination of the critical path :: register
- Data arrival time at the worst-slack endpoint :: ~2.2 ns

** Routing
- The script parses the final routing iteration and logs DRC violations as 0.
- Nets still carrying antenna violations after routing amount to 0.
- After detailed routing, the number of vias per cell comes to between 5 and 6.
- Once iteration 0 of detailed routing completed, the report listed between 80 and 90 DRC markers.
- The first detailed-routing pass took 4 iterations.
- Antenna Cells :: 0
- After detailed routing, the total wire length is roughly 6100 µm.
- Across all layers, the routed design uses about 2.3k vias.
- After detailed routing, the average wire length per cell comes to ~13 µm.

** Placed design
- Detail Placement HPWL :: roughly 4100 µm
- IO Port Bufs :: 59
- Setup slack on the worst path after placement came out at around 1 ns.
- At the end of routability-driven placement, the weighted congestion stood at roughly 0.8.
- The placement stage leaves a total instance area of ~3800 µm².

** Layout
- Compared with the post-synthesis result, the final layout area differs by 25.7%.
- The layout summary lists the proportion of cells stronger than drive strength 1 as about 6.4%.
- Area of all placed cells without fillers :: between 3000 and 4000 µm²
- The library cells used most frequently in the layout, excluding fill and tap cells, are 59 x clkdlybuf4s50_1, 56 x dfxtp_1, 23 x nor2_1.
- Counting only logic cells after layout, the most numerous master is clkdlybuf4s50_1.

** Run
- Total tool warning count :: 30
- Count of maximum capacitance violations :: 0

** GRT
- Vias in the first global route :: 2113
- For this run the aggregate overflow at the end of global routing stands at 0.
- Initial antenna violation count :: 0
- Entering global routing, the biggest net connects 24 pins.
- The first global-routing pass estimated between 10000 and 15000 µm of wire.
- All-layer global routing usage :: ~16%

** Status
- Result of the run :: finished, final reports clean
-- critical path, cell delays in order, from the launching register on --
cell and delay, ns:
edfxtp_1 0.40, inv_1 0.14, ha_1 0.16, buf_4 0.26, and2_1 0.69, a22o_1 0.23
-- power breakdown --
part	internal [mW]	switching [mW]	leakage (nW)	total, mW
sequential	0.965	0	0.587	0.965
combinational	0.0301	0.00582	0.847	0.0359
clock	0.327	0.332	0.0952	0.659
total	1.32	0.338	1.53	1.66
-- flip-flops by register name, summed over array words and instances (netlist names) --
register,count
strobe_tmr,27
valid,1
strobe,1
dout,27
req,1
iter,16
state,2
-- metal layers --
| metal | routed length, µm | share of wire, % | track usage, % |
|---|---|---|---|
| met3 | 234 | 3.9 | 3.68 |
| met1 | 3150 | 52 | 26.6 |
| met2 | 2610 | 43 | 23.0 |
| met5 | 0 | 0 | 0 |
| met4 | 73 | 1.2 | 1.61 |
-- Yosys cell counts (all sizes together), types with 6 or more instances --
library cell	instances
o31ai	6
nor2b	6
dfxtp	56
or4	7
nand3	13
ha	8
and4	6
buf	7
nand2	17
clkbuf	10
a21oi	13
inv	7
nor4	8
a22o	16
nor2	23
and3	6
xnor2	17
edfxtp	19
xor2	10
nand4	11
and2	8
-- worst max path at each step --
stage	start	to	slack, ns	cells past startpoint
CTS	state[0]	dout[5]	1.26	5
global route	state[0]	dout[8]	1.10	5
finish	state[0]	dout[5]	1.27	5
-- final cells by class --
| class | instances | area (µm²) |
|---|---|---|
| inverter | 7 | 26.3 |
| clock buffer | 12 | 156 |
| fill | 682 | 3490 |
| tap | 99 | 124 |
| sequential | 75 | 1690 |
| clock inverter | 4 | 23.8 |
| multi-input combinational | 198 | 1330 |
| timing repair buffer | 61 | 606 |
-- logic make-up (layout without fill, tap and decap cells) --
logic type	count (synthesis)	after routing	synth area share (%)
multiplexers	2	2	0.715
AND/OR/NAND/NOR	115	115	20.8
AND-OR/OR-AND	43	43	9.70
adder cells (fa/ha/maj)	8	8	3.18
other	1	3	0.119
XOR/XNOR	27	27	7.51
buffers and inverters	24	84	4.25
flip-flops	75	75	53.7
-- per-stage QoR --
| step | util, % | power, mW | instances |
|---|---|---|---|
| after global placement | 50.7 | 1.02 | 440 |
| final | 53.1 | 1.66 | 456 |
| after detailed placement | 50.7 | 1.02 | 440 |
| after global routing | 53.1 | 1.73 | 456 |
| after floorplan | - | 0.991 | 297 |
| after CTS | 53.1 | 1.69 | 456 |
No activity file was given, so power comes from the tool's default toggle rates.
