--- design/flow/design.v ---
`timescale 1ns / 1ps
module blob(
    input               clk,
    input               pixel_valid_nz,   
    input      [6:0]    pixel_x,          
    input      [6:0]    pixel_y,          
    input      [15:0]   pixel_i,          
    input      [161:0]  blob_in,
    output reg [161:0]  blob_out,
    input               can_grab,        
    output              empty,           
    output              captured,        
    input               flush,           
    input      [6:0]    flush_y
);
    reg         valid   = 0;     
    reg [6:0]   bbX0    = 0;     
    reg [6:0]   bbY0    = 0;     
    reg [6:0]   bbX1    = 0;     
    reg [6:0]   bbY1    = 0;     
    reg [14:0]  count   = 0;     
    reg [15:0]  max_i   = 0;     
    reg [29:0]  sum_i   = 0;     
    reg [35:0]  sum_xi  = 0;     
    reg [35:0]  sum_yi  = 0;     
    wire absorb  =  pixel_x >= (bbX0 == 0   ? 0   : bbX0 - 1)  &&    
                    pixel_x <= (bbX1 == 127 ? 127 : bbX1 + 1)  &&
                    pixel_y >= (bbY0 == 0   ? 0   : bbY0 - 1)  &&
                    pixel_y <= (bbY1 == 127 ? 127 : bbY1 + 1);
    assign empty     =  !valid;
    assign captured  =  pixel_valid_nz && valid && absorb;           
    wire [22:0]  xi  =  pixel_x * pixel_i;    
    wire [22:0]  yi  =  pixel_y * pixel_i;    
    always @(posedge clk) begin
        blob_out <= blob_in;
        if (pixel_valid_nz)
            if (valid) begin                 
                if (absorb) begin            
                    bbX0    <=  pixel_x; 
                    bbY0    <=  pixel_y; 
                    bbX1    <=  pixel_x; 
                    bbY1    <=  pixel_y;
                    count   <=  count + 1;
                    if (max_i < pixel_i)  max_i <= pixel_i;
                    sum_i   <=  sum_i + pixel_i;
                    sum_xi  <=  sum_xi + xi; 
                    sum_yi  <=  sum_yi + yi;
                end
            end
            else if (can_grab) begin         
                valid   <=  1;
                bbX0    <=  pixel_x; 
                bbY0    <=  pixel_y; 
                bbX1    <=  pixel_x; 
                bbY1    <=  pixel_y;
                count   <=  1;
                max_i   <=  pixel_i;
                sum_i   <=  pixel_i;
                sum_xi  <=  xi; 
                sum_yi  <=  yi;
            end
        if (flush  &&  valid  &&  bbY1 <= flush_y) begin     
            blob_out <= { 1'b1,                              
                          bbX0, bbY0, bbX1, bbY1,
                          count,
                          max_i,
                          sum_i,
                          sum_xi,
                          sum_yi  };
            valid <= 0;
        end
    end
endmodule
--- design/flow/config.mk ---
export PLATFORM = sky130hd
export DESIGN_NAME = blob
export DESIGN_NICKNAME = blob
export VERILOG_FILES = /design/flow/design.v
export SDC_FILE = /design/flow/constraint.sdc
export NUM_CORES = 4
export LEC_CHECK = 1
export CORE_UTILIZATION = 40
--- design/flow/run.sh ---
#!/bin/bash
# OpenROAD 26Q1-2900-gdf79404cd8, Yosys 0.63+post, stock flow scripts
make -C /OpenROAD-flow-scripts/flow DESIGN_CONFIG=/design/flow/config.mk WORK_HOME=/design/flow/orfs finish
--- design/flow/constraint.sdc ---
current_design blob

set clk_period 15.2
set clk_io_pct 0.2

create_clock -name clk0 -period $clk_period [get_ports {clk}]

set non_clock_inputs [all_inputs -no_clocks]
set_input_delay [expr $clk_period * $clk_io_pct] -clock clk0 $non_clock_inputs
set_output_delay [expr $clk_period * $clk_io_pct] -clock clk0 [all_outputs]
==> impl_metrics.toml <==
# generated from flow reports
[status]
outcome = "complete, no violations"

[logic_synthesis]
top_area_cell = "edfxtp_1"
yosysSeqAreaShare_pct = 33.6
netlist_instances = 2250
syn_area_per_cell_um2 = 10.2
synth_top_cell_by_count = "inv_1"
synth_cell_types = 65
netlist_area_mm2 = 0.0229
yosysTopAreaCellShare_pct = 19.3
edf_count = 147
ys_cells = 2250
ys_chip_area_mm2 = 0.0229
ys_top_cells_by_count = "inv_1, ha_1, mux2_2, nand2_1, dfxtp_1"
synth_flops = 310
ys_async_sr_fraction_pct = 0
synth_warnings = 1
area_leaders = "edfxtp_1, dfxtp_1, fa_1, ha_1, mux2_2"
synthFlopType = "dfxtp_1"

[worst_hold_path]
hold_class = "register to register"
min_to = "blob_out[85]"
hold_depth = 1
worstHoldStart = "sum_i[13]"

[floorplanning]
fp_util_pct = 40.6
dieHeight_um = 241
io-pin-count = 367
rows = 87
die_w_um = 241
core_mm2 = 0.0564
die-area_mm2 = 0.0581

[power]
leakage_nw = 12.1
vdd_drop_max_v = 0.000154
power_density_mw_per_mm2 = 187

[clock_network]
cts_made_buffers = 38
cts-root-buf = "clkbuf_16"
tritoncts = "done"
clock-sinks = 310
post_cts_resized = 0
cts_setup_buffers = 0
clock_latency_ns = 0.57
htreeDepth = 2
cts_max_path_buffers = 3
cts_hold_buf = 0
cts.clk_slew.worst_paths_ns = 0.06

[routing]
antenna_cells = 0
vias_per_cell = 5.05
wl_mm = 57.8
postRouteAntennaNets = 0
wl_per_cell_um = 17.0
drt_iter0_drc = 732
route.detailed.drc = 0
num_vias = 17119
dr.pass1.iters = 5

[sta]
fin_skew_ns = 0.0232
setup_tns_ns = 0
rsz0062_at_grt = "no"
fin_crit_ns = 10.58
fin_ws_ns = 4.62
tightest_slew_ns = 0.826
max_freq_mhz = 94.5
slew_violations = 0
setup_viol = 0
relSlewSlack_pct = 44.7
final_hold_viol_count = 0
timing.final.crit_share_pct = 69.6

[setup_path]
reg2reg_depth = 16
timing.rr.end = "sum_xi[17]"
r2r_slack_ns = 10.67
cp-start-kind = "input port"
r2r_start = "bbY1[0]"
end_kind = "register"
crit_arrival_ns = 10.88
critical_path_required_ns = 15.49
criticalPathCategory = "input port to register"
cp_max_fo = 19

[flow_run]
cap_violations = 0
warning_count = 31

[grt]
grt_max_degree = 110
grt.total_usage_pct = 21.0
grt_pass1_wl_mm = 91.5
grt_pass1_vias = 17050
antenna_found_initial = 4
grt_overflow = 0

[final_layout]
fillCellCount = 5000
syn2layout_area_growth_pct = 25.5
utilization_pct = 50.9
drive_gt1_share_pct = 11.0

[placed_design]
pre_cts_ws_ns = 4.14
numPortBuffers = 366
gp_congestion = 0.916
hpwl_mm = 42.4
## placed cells by master, fill, tap and decap left out, types with 24 or more instances in the layout
master,n
clkdlybuf4s50_1,366
inv_1,206
ha_1,201
mux2_2,187
nand2_1,172
dfxtp_1,162
and2_1,152
edfxtp_1,147
fa_1,141
nor2_1,127
a21oi_1,94
o21ai_0,88
xnor2_1,88
xor2_1,49
clkbuf_16,42
nand3_1,40
a21o_1,38
nand2b_1,26
buf_4,26
o21a_1,24
## layer usage
| metal | up-vias | track usage (%) | share of wire, % |
|---|---|---|---|
| li1 | 8433 | - | - |
| met1 | 8122 | 32.8 | 46 |
| met2 | 484 | 30.8 | 45 |
| met3 | 72 | 5.99 | 7.5 |
| met4 | 8 | 3.43 | 1.9 |
| met5 | - | 0.168 | 0.078 |
## logic make-up after synthesis
logic type      Yosys count  share of synthesized area [%]
buf+inv                 287                           4.80
compound gates          347                           9.65
flops                   310                           33.6
simple gates            636                           14.0
mux                     190                           9.35
fa+ha+maj               342                           23.3
xor+xnor                138                           5.32
## power by group
| group | switching [mW] | internal [mW] |
|---|---|---|
| clock network | 0.377 | 0.546 |
| registers | 0.101 | 1.13 |
| logic | 1.69 | 1.53 |
## flip-flops by register name, summed over array words and instances, names as in the netlist
| name | flops |
|---|---|
| max_i | 16 |
| bbY1 | 7 |
| blob_out | 162 |
| valid | 1 |
| bbX1 | 7 |
| count | 15 |
| sum_xi | 36 |
| sum_yi | 36 |
| sum_i | 30 |
## worst max-delay path by stage
stage | end | startpoint | slack (ns)
4_1_cts | sum_xi[28] | pixel_x[3] | 4.65
6_report | sum_xi[28] | pixel_x[3] | 4.62
5_1_grt | sum_xi[28] | pixel_x[3] | 4.08
## worst max-delay path: stages
cell	delay (ns)
clkdlybuf4s50_1	0.83
and2_1	0.40
fa_1	0.55
fa_1	0.46
fa_1	0.55
inv_1	0.05
fa_1	0.54
inv_1	0.04
ha_1	0.36
a2111oi_0	0.38
o21ai_0	0.20
a41oi_1	0.38
o21ai_0	0.13
a21oi_1	0.23
nor2b_1	0.06
o21ai_0	0.13
a21boi_0	0.13
ha_1	0.41
a21oi_1	0.24
nand2_1	0.09
a21oi_1	0.23
a2bb2oi_1	0.27
a31oi_1	0.16
a41oi_1	0.62
nor2_1	0.13
xnor2_1	0.17
nor2_1	0.06
## through the flow
stage | hold WS, ns | cell area [um2] | instances | total power, mW
2_1_floorplan | 0.465 | 22900 | 2250 | 3.68
6_report | 0.514 | 28700 | 3389 | 5.37
3_3_place_gp | 0.503 | 27400 | 3319 | 4.41
4_1_cts | 0.516 | 28700 | 3389 | 5.41
5_1_grt | 0.528 | 28700 | 3389 | 5.87
3_5_place_dp | 0.499 | 27400 | 3319 | 4.42
## area by class of cell
| class | count | area, um2 | share of cell area, % |
|---|---|---|---|
| Multi-Input combinational cell | 1653 | 14100 | 49.2 |
| Clock buffer | 60 | 1190 | 4.15 |
| Tap cell | 756 | 946 | 3.30 |
| Inverter | 207 | 777 | 2.71 |
| Sequential cell | 310 | 7680 | 26.8 |
| Clock inverter | 10 | 104 | 0.362 |
| Timing Repair Buffer | 393 | 3880 | 13.5 |
No activity file was given, so power comes from the tool's default toggle rates.
